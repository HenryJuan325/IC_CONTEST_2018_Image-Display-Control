`/design/flow/run.sh`:
```
#!/bin/bash
# OpenROAD 26Q1-2900-gdf79404cd8, Yosys 0.63+post, stock flow scripts
make -C /OpenROAD-flow-scripts/flow DESIGN_CONFIG=/design/flow/config.mk WORK_HOME=/design/flow/orfs finish
```
`/design/flow/config.mk`:
```
export PLATFORM = sky130hd
export DESIGN_NAME = LCD_CTRL
export DESIGN_NICKNAME = LCD_CTRL
export VERILOG_FILES = /design/flow/design.v
export SDC_FILE = /design/flow/constraint.sdc
export NUM_CORES = 4
export LEC_CHECK = 1
export CORE_AREA = 10 10 81 81
export DIE_AREA = 0 0 91 91
```
`/design/flow/design.v`:
```
module LCD_CTRL(clk, reset, cmd, cmd_valid, IROM_Q, IROM_rd, IROM_A, IRAM_valid, IRAM_D, IRAM_A, busy, done);
input clk;
input reset;
input [3:0] cmd;
input cmd_valid;
input [7:0] IROM_Q;
output IROM_rd;
output reg [5:0] IROM_A;
output IRAM_valid;
output reg [7:0] IRAM_D;
output reg [5:0] IRAM_A;
output reg busy;
output reg done;
parameter S_IMAGE = 3'b001;
parameter S_INPUT = 3'b011;
parameter S_INST  = 3'b010;
parameter S_WRITE = 3'b100;
parameter S_OUTPUT= 3'b101;
reg [2:0]c_state, n_state;
parameter Write    	  = 4'b0000;
parameter Shift_Up    = 4'b0001;
parameter Shift_Down  = 4'b0010;
parameter Shift_Left  = 4'b0011;
parameter Shift_Right = 4'b0100;
parameter Max 		  = 4'b0101;
parameter Min 		  = 4'b0110;
parameter Average 	  = 4'b0111;
parameter Counterclockwise_Rotation = 4'b1000;
parameter Clockwise_Rotation 	    = 4'b1001;
parameter Mirror_X 	  = 4'b1010;
parameter Mirror_Y 	  = 4'b1011;
reg [3:0] cmd_r;
reg [5:0] cnt_addr;
reg [2:0] op_x, op_y;
reg [2:0] op_x_w, op_y_w;
reg next;
wire [5:0] temp_INA;
reg  [5:0] temp_minus;
genvar i;
reg [7:0] window[3:0];
wire [7:0] average;
reg [1:0] cnt_write;
wire [7:0] max, min;
reg [7:0] image[63:0];
wire [7:0] min_0, min_1, min_2;
assign min_0 = (window[0] < window[1]) ? window[0] : window[1];
assign min_1 = (window[2] < min_0) ? window[2] : min_0;
assign min = (window[3] < min_1) ? window[3] : min_1;
wire [7:0] max_0, max_1;
assign max_0 = (window[0] > window[1]) ? window[0] : window[1];
assign max_1 = (window[2] > max_0) ? window[2] : max_0;
assign max = (window[3] > max_1) ? window[3] : max_1;
assign average = (window[0] + window[1] + window[2] + window[3]) / 4; 
generate
for (i = 0; i < 4; i = i + 1) begin
    always @(posedge clk or posedge reset) begin
        if (reset) window[i] <= 8'd0;
        else begin
            case (c_state)
                S_INPUT : begin
                    case (i) 
                        'd0 : window[i] <= image[temp_INA - 6'd9];
                        'd1 : window[i] <= image[temp_INA - 6'd8];
                        'd2 : window[i] <= image[temp_INA - 6'd1];
                        'd3 : window[i] <= image[temp_INA];
                    endcase
                end
                S_INST : begin
                    case (cmd_r) 
                        Max : window[i] <= max;
                        Min : window[i] <= min;
                        Average : window[i] <= average;
                        Counterclockwise_Rotation : begin
                            case (i) 
                                'd0 : window[i] <= window[1];
                                'd1 : window[i] <= window[3];
                                'd2 : window[i] <= window[0];
                                'd3 : window[i] <= window[2];
                            endcase
                        end
                        Clockwise_Rotation : begin
                            case (i) 
                                'd0 : window[i] <= window[2];
                                'd1 : window[i] <= window[0];
                                'd2 : window[i] <= window[3];
                                'd3 : window[i] <= window[1];
                            endcase
                        end
                        Mirror_X : window[i] <= (i == 0 || i == 1) ? window[i + 2] : window[i - 2];
                        Mirror_Y : window[i] <= (i == 0 || i == 2) ? window[i + 1] : window[i - 1];
                        default : window[i] <= window[i];
                    endcase
                end
                S_WRITE : window[i] <= window[i];
                default : window[i] <= window[i];
            endcase
        end
    end
end
endgenerate
generate
for (i = 0; i < 64; i = i + 1) begin
    if (i == 63) begin
        always @(posedge clk or posedge reset) begin
            if (reset) image[i] <= 8'd0;
            else begin
                case (c_state)
                    S_IMAGE : image[i] <= image[i - 1];
                    S_WRITE : begin
                        image[i] <= (i == temp_INA) ? window[3] :
                                    (i == temp_INA - 6'd1) ? window[2] :
                                    (i == temp_INA - 6'd8) ? window[1] :
                                    (i == temp_INA - 6'd9) ? window[0] : image[i]; 
                    end
                    S_OUTPUT : image[i] <= 8'd0;
                    default: image[i] <= image[i];
                endcase
            end
        end
    end
    else begin
        always @(posedge clk or posedge reset) begin
            if (reset) image[i] <= 8'd0;
            else begin
                case (c_state)
                    S_IMAGE : image[i] <= (i == 0) ? IROM_Q : image[i - 1];
                    S_WRITE : begin
                        image[i] <= (i == temp_INA) ? window[3] :
                                    (i == temp_INA - 6'd1) ? window[2] :
                                    (i == temp_INA - 6'd8) ? window[1] :
                                    (i == temp_INA - 6'd9) ? window[0] : image[i]; 
                    end
                    S_OUTPUT : image[i] <= image[i + 1];
                    default: image[i] <= image[i];
                endcase
            end
        end
    end
end
endgenerate
always@(posedge clk, posedge reset)begin
	if(reset)
		c_state <= S_IMAGE;
	else
		c_state <= n_state;
end
always@(*)begin
	case(c_state)
	S_IMAGE: if(cnt_addr == 6'd63) n_state = S_INPUT; 
			 else  		   		   n_state = S_IMAGE;
	S_INPUT: if(cmd_valid)begin
				if(cmd == Write) begin
					n_state = S_OUTPUT; 
				end else begin					
					n_state = S_INST;
				end
			 end
			 else	begin	   
				n_state = S_INPUT;
			end
	S_INST:  if(cmd_r > Shift_Right )
				n_state = S_WRITE;
			 else
				n_state = S_INPUT;
	S_WRITE: n_state = S_INPUT;
	S_OUTPUT:if(cnt_addr == 6'd63) n_state = S_INPUT; 
			 else  		   		   n_state = S_OUTPUT;
	default: n_state = S_IMAGE;
	endcase
end
always @(*) begin
    case (cnt_addr) 
        2'd0 : temp_minus = 4'd9;
        2'd1 : temp_minus = 4'd8;
        2'd2 : temp_minus = 4'd1;
        2'd3 : temp_minus = 4'd0;
    endcase
end
always@(posedge clk, posedge reset)begin
	if(reset) begin
		cmd_r <= 4'd0;
	end else begin
		if(cmd_valid)
			cmd_r <= cmd;
	end
end
always@(posedge clk, posedge reset)begin
	if(reset) begin
		op_x <= 3'd4;
	end else begin
		if(c_state == S_INST)
			op_x <= op_x_w;
	end
end
always@(posedge clk, posedge reset)begin
	if(reset) begin
		op_y <= 3'd4;
	end else begin
		if(c_state == S_INST)
			op_y <= op_y_w;
	end
end
always@(*)begin
	case(cmd_r)
	Shift_Up:begin
        op_y_w = (op_y == 3'd1) ? op_y : op_y - 3'd1;
	end
	Shift_Down:begin
	    op_y_w = (op_y == 3'd7) ? op_y : op_y + 3'd1;
	end
	default: op_y_w = op_y;
	endcase
end
always@(*)begin
	case(cmd_r)
	Shift_Left:begin
        op_x_w = (op_x == 3'd1) ? op_x : op_x - 3'd1;
	end
	Shift_Right:begin
	    op_x_w = (op_x == 3'd7) ? op_x : op_x + 3'd1;
	end
	default: op_x_w = op_x;
	endcase
end
always@(posedge clk, posedge reset)begin
	if(reset) begin
		cnt_addr<= 6'd0;
	end else begin
		if(c_state == S_IMAGE || c_state == S_OUTPUT) begin
			cnt_addr <= cnt_addr + 6'd1;
		end	
		else begin
			cnt_addr <= 6'd0;
		end
	end
end
always@(posedge clk, posedge reset)begin
	if(reset) begin
		busy <= 1'd1;
	end else begin 
		if(c_state == S_IMAGE && cnt_addr == 6'd63)
			busy <= 1'b0;
		else if(c_state == S_WRITE || (c_state == S_INST && cmd_r < Max))
			busy <= 1'b0;
		else if(c_state == S_OUTPUT && cnt_addr == 6'd63)
			busy <=1'b0;
		else
			busy <=1'b1;
	end
end
always@(posedge clk, posedge reset)begin
	if(reset) begin
		done <= 1'd0;
	end else begin
		if(c_state == S_OUTPUT && cnt_addr == 6'd63)
			done <= 1'd1;
		else
			done <= 1'b0;
	end
end
assign IROM_rd = (c_state == S_IMAGE)? 1'b1: 1'b0;
assign temp_INA = {op_y,op_x};
always@(*) begin
	if(c_state == S_IMAGE)
		IROM_A = 6'd63 - cnt_addr;
	else
		IROM_A = 6'd0;
end
assign IRAM_valid = (c_state == S_OUTPUT )? 1'b1: 1'b0;
always @(posedge clk or posedge reset) begin
    if (reset) cnt_write <= 2'd0;
    else cnt_write <= (c_state == S_WRITE) ? cnt_write + 2'd1 : 2'd0;
end
always@(*) begin
	if(c_state == S_OUTPUT)
		IRAM_D = image[0];
	else
		IRAM_D = 6'd0;
end
always@(*) begin
	if(c_state == S_OUTPUT)
		IRAM_A = cnt_addr;
	else
		IRAM_D = 6'd0;
end
endmodule
```
`/design/flow/constraint.sdc`:
```
current_design LCD_CTRL

set clk_period 2.1
set clk_io_pct 0.2

create_clock -name clk0 -period $clk_period [get_ports {clk}]

set non_clock_inputs [all_inputs -no_clocks]
set_input_delay [expr $clk_period * $clk_io_pct] -clock clk0 $non_clock_inputs
set_output_delay [expr $clk_period * $clk_io_pct] -clock clk0 [all_outputs]
```
==> summary.txt <==
Physical implementation status

The number of standard cells after synthesis stands at about 77. The critical path arrival stands at approximately 1.5 ns. The setup violation total in the final timing report stands at 0.

The path with the worst hold slack has its endpoint at busy$_DFF_PP1_. Among the non-sequential cells, simple AND/OR/NAND/NOR gates take the most area. The area fraction in full adders, half adders and majority gates stands at ~1.4%.

In this run the remaining antenna-violating nets after routing total 0. The fraction of registers with async set/reset stands at approximately 74%. The startpoint identified for the worst hold timing path is c_state[1]$_DFF_PP0_. The core area stands at 4817 µm².

The switching fraction of total power stands at between 20% and 30%. The initial antenna violation count is 0. The floorplan die width stands at approximately 91 µm. 39 I/O pins were placed. The half-perimeter wire length of the detailed placement result stands at between 1000 and 1500 µm.

Yosys printed 19 warnings. The required arrival time at the worst endpoint stands at 1.68 ns. Per the detailed-route log, wirelength across all metal layers totals 1731 µm. The timer found 6 register pins that no clock reaches; their paths are not timed.

The area growth from synthesis to final layout stands at 35.70%. The fraction of post-synthesis cell area in the top cell type by area stands at between 40 and 50%. The cell internal power dissipation stands at just under 500 µW. The total overflow left after global routing is 0. The global-route wire length before repair stands at ~3000 µm. The report lists the number of standard-cell rows as 25. For this sky-water flow run, the detailed-routed wirelength per cell is reported as between 10 and 15 µm. The synthesized netlist devotes around a fifth of its cell area to simple gates. The run finished with clean final reports. The count of non-filler cells in the finished layout stands at 168. The switching component of the power was reported as between 100 and 150 µW. The clock network is responsible for 39.3% of the overall power. The startpoint identified for the worst register-to-register timing path is cnt_addr[0]$_DFF_PP0_. The sequential cells in the finished layout cover a total of between 500 and 600 µm². The area of the mapped netlist stands at between 800 and 900 µm². The number of enable flip-flop cells stands at 0. Sorting the synthesized cells by area gives the leading types as dfrtp_1 (43%), dlxtp_1 (10%), buf_4 (6.8%).

The post-route DRC violation count stands at 0. In the routed layout, each cell is associated on average with a via count of 3.440. For reference, the final report shows the hold violation count at 0. In this run the number of H-tree levels came out at 1.

The total via count in the routed design stands at slightly below 600. The clock slew seen by the registers of the worst setup and hold paths stands at around 0.07 ns. The minimum clock period stands at between 1.5 and 2 ns. The floorplan step defined a die boundary enclosing a little over 8000 µm².

In this run the critical register-to-register path is captured at c_state[4]$_DFF_PP0_. The via count of the first global-routing pass stands at 616. STA classifies the critical path endpoint as an output pin.

Global routing consumed, over all layers together, 4.272% of the routing resources. The number of port buffers stands at 22. The number of buffers on the longest clock path stands at 2. The number of distinct library cells after synthesis stands at 28. The number of max-capacitance violations reported stands at 0. The post-synthesis cell count from yosys stands at ~77. The post-synth register bit count is 23. Looking at area per cell type in the netlist, the leader is dfrtp_1.

Looking at the gate-level netlist, the highest instance count belongs to dfrtp_1. Looking at the setup timing report, the critical path kind is reg2out. For flop-to-flop paths, the worst setup slack is ~0.6 ns.

The detailed router's first-iteration violation count stands at 7. After filler insertion, the fill cell instance count of the layout stands at between 500 and 600. Summed over all cells, the static leakage comes to 0.0005103 µW. TritonCTS built the clock tree.

Headroom to the max-slew limit came out at between 50 and 60%. The report puts the cell count of the worst reg-to-reg path at 4. 0 antenna diodes ended up in the layout. Counting instances in the post-synthesis netlist gives the leading cell types as dfrtp_1 (15), buf_4 (8), nor2b_1 (8). In the hold timing report, the worst path depth is 1. In the final timing run, aggregate negative setup slack is 0 ns. Per report_power, the combinational group accounts for 5.4% of the total. The post-CTS repair timing setup buffer count stands at 0. Per the TritonCTS log, the buffer count is 3. Based on the critical path, the design can be clocked at up to ~520 MHz.

Across all stage logs, warnings added up to 33. The logic area stands at approximately 320 µm². Looking at the VDD voltage map, the peak drop is about 0.18 mV. The critical path maximum fanout is 9. Setup repair after global routing left no endpoint under its margin.

STA classifies the critical path startpoint as a flop. Per the gpl log, the routability congestion estimate is 0.7580. Looking at the clock tree report, the root buffer type is clkbuf_8.

The final critical-path share of the clock period stands at about 90%. The pre-placement core utilization stands at roughly 18%. The yosys stat chip area stands at a little under 900 µm². The number of unconstrained endpoints stands at 12. The share of post-route cells with drive strength above 1 stands at between 10% and 20%.

Summing all multiplexer cells gives an area fraction of 5.121%. The count of cells resized by post-cts repair stands at 0. The final max-slew violation count recorded for this run is 0.

For this design the ratio of total power to cell area is roughly 510 nW/µm². The vertical die size stands at about 91 µm. The clock latency on the worst-skew pair stands at about 0.25 ns. The clock arrives with 0.006875 ns of skew.

The detailed-router iteration count before antenna repair stands at 4. In the synthesized netlist the dominant register cell turns out to be dfrtp_1. According to the hold report, the worst path is of the reg2reg type.

The slew of the pin with the lowest slew margin stands at about 0.6 ns. In this run, placement finished with an instance count of about 160. The mean area per synthesized cell stands at approximately 11 µm². For reference, compound AND-OR and OR-AND cells occupy under 10% of the area reported after synthesis. The number of buffers inserted for hold repair after clock tree synthesis stands at 0.

The sequential power share stands at a little under three fifths. The maximum number of pins on one net before global-route repair stands at 18. Summing the areas of all xor and xnor instances in the mapped netlist gives ~3% of the synthesized area.
[cell usage in the layout, fill, tap and decap left out, types with 2 or more instances in the layout]
cell type,count
nor2_1,6
mux2_2,4
o21a_1,2
xor2_1,2
nand3_1,2
dlxtp_1,6
dfrtp_1,15
dfstp_2,2
clkdlybuf4s50_1,22
conb_1,8
clkbuf_8,3
nor2b_1,8
o21ai_0,2
nand2_1,4
[how the worst max path moves through the flow]
stage / startpoint / endpoint / slack [ns] / depth (start not counted)
4_1_cts: c_state[0]$_DFF_PP1_ / IROM_A[1] / 0.13 / 2
5_1_grt: c_state[0]$_DFF_PP1_ / IROM_A[1] / 0.05 / 2
6_report: c_state[0]$_DFF_PP1_ / IROM_A[1] / 0.16 / 2
[cells by family (layout without fill, tap and decap cells)]
kind of cell               after synthesis  after routing
AOI/OAI and AO/OA                        5              5
xor gates and xnor gates                 3              3
adders and majority gates                1              1
buffers and inverters                   10             27
DFF                                     17             17
latches                                  6              6
muxes                                    4              4
other                                    1              8
and+or+nand+nor                         30             30
[registers in the layout, summed over array words and instances (netlist names)]
name      cells
cmd_r         4
c_state       5
busy          1
cnt_addr      6
done          1
IRAM_A        6
[power by group through the flow]
stage         Clock (µW)  Combinational, µW  Sequential, µW
finish               241               32.9             340
CTS                  252               35.0             340
global route         271               38.1             341
[through the flow]
step | area (µm²) | setup WS [ns] | util (%) | hold slack [ns] | power [µW]
after floorplan | 905.9 | 0.7446 | - | 0.3446 | 373.1
after global placement | 1145 | 0.3978 | 23.77 | 0.3854 | 378.6
after detailed placement | 1145 | 0.3657 | 23.77 | 0.3893 | 380.8
after CTS | 1194 | 0.1277 | 24.78 | 0.3883 | 626.4
after global routing | 1194 | 0.04548 | 24.78 | 0.4166 | 649.4
final | 1194 | 0.1647 | 24.78 | 0.3847 | 613.8
[routing by layer]
metal	GRT usage (%)	vias to the layer above	part of all wire (%)
met5	0	-	0
met4	0.2611	0	0
met3	2.324	0	11
met2	6.742	22	46
met1	5.298	273	42
li1	-	283	-
[final cells by class]
class                   instances  share of cell area (%)
repair buffers                 22                   18.45
inverters                       1                  0.3145
clock inverters                 1                  0.6289
flip-flops and latches         23                   43.40
multi-input cells              51                   26.73
clock buffers                   3                   3.459
well taps                      67                   7.023
[worst max-delay path: stages, from the launching register on]
cell             delay, ns
dfstp_2               0.63
nor2b_1               0.16
clkdlybuf4s50_1       0.48
Power and IR drop assume default switching activity.
